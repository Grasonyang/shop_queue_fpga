==> ./design.v <==
module counter #(
    parameter NUM_W  = 4,
    parameter TIME_W = 4
) (
    input clk,
    input rst,
    input ld,
    input [NUM_W-1:0] dn_in,
    input [TIME_W-1:0] dt_in,
    output reg busy,
    output reg [NUM_W-1:0] num_out,
    output reg [TIME_W-1:0] rem_out
);
    always @(posedge clk) begin
        if (rst) begin
            busy    <= 1'b0;
            num_out <= 0;
            rem_out <= 0;
        end
        else begin
            if (ld) begin
                busy    <= 1'b1;
                num_out <= dn_in;
                rem_out <= dt_in;
            end
            else if (busy) begin
                if (rem_out > 1) begin
                    rem_out <= rem_out - 1;
                end
                else begin
                    busy    <= 1'b0;
                    num_out <= 0;
                    rem_out <= 0;
                end
            end
        end
    end
endmodule
module dispatcher #(
    parameter NUM_W = 4,
    parameter TIME_W = 4
) (
    input  clk,
    input  rst,
    input  empty,
    input  [NUM_W-1:0]  qn_in,
    input  [TIME_W-1:0] qt_in,
    input  [2:0]        busy_in,
    output reg re_out,
    output reg ld1_out, ld2_out, ld3_out,
    output reg [NUM_W-1:0]  dn1_out, dn2_out, dn3_out,
    output reg [TIME_W-1:0] dt1_out, dt2_out, dt3_out
);
    reg dispatch_pending_r;  
    always @(posedge clk) begin
        if (rst) begin
            re_out  <= 1'b0;
            ld1_out <= 1'b0; dn1_out <= 0; dt1_out <= 0;
            ld2_out <= 1'b0; dn2_out <= 0; dt2_out <= 0;
            ld3_out <= 1'b0; dn3_out <= 0; dt3_out <= 0;
            dispatch_pending_r <= 1'b0;
        end
        else begin
            re_out  <= 1'b0;
            ld1_out <= 1'b0; dn1_out <= 0; dt1_out <= 0;
            ld2_out <= 1'b0; dn2_out <= 0; dt2_out <= 0;
            ld3_out <= 1'b0; dn3_out <= 0; dt3_out <= 0;
            if (dispatch_pending_r) begin
                dispatch_pending_r <= 1'b0;
            end
            else if (!empty) begin  
                if (!busy_in[0]) begin
                    re_out  <= 1'b1;
                    ld1_out <= 1'b1;
                    dn1_out <= qn_in;
                    dt1_out <= qt_in;
                    dispatch_pending_r <= 1'b1;  
                end
                else if (!busy_in[1]) begin
                    re_out  <= 1'b1;
                    ld2_out <= 1'b1;
                    dn2_out <= qn_in;
                    dt2_out <= qt_in;
                    dispatch_pending_r <= 1'b1;  
                end
                else if (!busy_in[2]) begin
                    re_out  <= 1'b1;
                    ld3_out <= 1'b1;
                    dn3_out <= qn_in;
                    dt3_out <= qt_in;
                    dispatch_pending_r <= 1'b1;  
                end
            end
        end
    end
endmodule
module queue #(
    parameter DEPTH = 3,
    parameter DATA_W = 8,
    parameter PTR_W = (DEPTH == 1) ? 1 : $clog2(DEPTH)
) (
    input  clk,
    input  rst,
    input               we,
    input  [3:0]        dn_in,
    input  [3:0]        dt_in,
    input               re,          
    output [3:0]        qn_out,
    output [3:0]        qt_out,
    output              full,
    output              empty,
    output [(DATA_W*DEPTH)-1:0] qdbg
);
    localparam COUNT_W = (DEPTH == 0) ? 1 : $clog2(DEPTH + 1);
    reg [DATA_W-1:0] mem [0:DEPTH-1];
    reg [PTR_W-1:0]  hd_r;       
    reg [PTR_W-1:0]  tl_r;       
    reg [COUNT_W-1:0] count_r;   
    wire write_en_comb;
    wire read_en_comb;
    wire [PTR_W-1:0] hd_next;
    wire [PTR_W-1:0] tl_next;
    wire [COUNT_W-1:0] count_next;
    assign full = (count_r == DEPTH);
    assign empty = (count_r == 0);
    assign write_en_comb = we && !full;
    assign read_en_comb  = re && !empty;  
    assign qn_out = mem[hd_r][7:4];
    assign qt_out = mem[hd_r][3:0];
    assign tl_next = write_en_comb ? ((DEPTH > 0 && tl_r == DEPTH-1) ? 0 : tl_r + 1) : tl_r;
    assign hd_next = read_en_comb  ? ((DEPTH > 0 && hd_r == DEPTH-1) ? 0 : hd_r + 1) : hd_r;
    assign count_next = (write_en_comb && !read_en_comb) ? count_r + 1 :
                        (!write_en_comb && read_en_comb) ? count_r - 1 :
                                                           count_r;
    integer i;
    generate
        genvar k;
        for (k = 0; k < DEPTH; k = k + 1) begin : qdbg_gen
            assign qdbg[(k+1)*DATA_W-1 -: DATA_W] = mem[k];
        end
        if (DEPTH == 0) begin : qdbg_empty_case
            assign qdbg = 0;
        end
    endgenerate
    always @(posedge clk) begin
        if (rst) begin
            hd_r    <= 0;
            tl_r    <= 0;
            count_r <= 0;
            for (i = 0; i < DEPTH; i = i + 1) begin
                mem[i] <= 0;
            end
        end
        else begin
            if (write_en_comb) begin
                mem[tl_r] <= {dn_in, dt_in};  
            end
            hd_r    <= hd_next;
            tl_r    <= tl_next;
            count_r <= count_next;
        end
    end
endmodule
module top (
    input  clk,
    input  rst,          
    input  in_valid,
    input  [3:0] in_num,
    input  [3:0] in_time,
    output [3:0] num1_out, clk1_out,
    output [3:0] num2_out, clk2_out,
    output [3:0] num3_out, clk3_out,
    output [23:0] qdbg_out,  
    output fifo_re_dbg,
    output ld1_dbg, ld2_dbg, ld3_dbg,
    output [2:0] busy_dbg,
    output fifo_full_dbg, fifo_emp_dbg,
    output [3:0] fifo_num_dbg, fifo_tim_dbg,
    output [3:0] dn1_dbg, dn2_dbg, dn3_dbg,
    output [3:0] dt1_dbg, dt2_dbg, dt3_dbg
);
    wire fifo_re_signal;
    wire ld1_signal, ld2_signal, ld3_signal;
    wire [2:0] busy_signal;  
    wire fifo_full_signal;
    wire fifo_emp_signal;
    wire [3:0] fifo_num_signal;
    wire [3:0] fifo_tim_signal;
    wire [3:0] dn1_to_c1, dn2_to_c2, dn3_to_c3;
    wire [3:0] dt1_to_c1, dt2_to_c2, dt3_to_c3;
    queue #(
        .DEPTH(3),
        .DATA_W(8)
    ) u_queue (
        .clk(clk),
        .rst(rst),
        .we(in_valid),     
        .dn_in(in_num),    
        .dt_in(in_time),   
        .re(fifo_re_signal),  
        .qn_out(fifo_num_signal),
        .qt_out(fifo_tim_signal),
        .full(fifo_full_signal),
        .empty(fifo_emp_signal),
        .qdbg(qdbg_out)
    );
    dispatcher #(
        .NUM_W(4),
        .TIME_W(4)
    ) u_disp (
        .clk(clk),
        .rst(rst),
        .empty(fifo_emp_signal),
        .qn_in(fifo_num_signal),
        .qt_in(fifo_tim_signal),
        .busy_in(busy_signal),  
        .re_out(fifo_re_signal),
        .ld1_out(ld1_signal), .dn1_out(dn1_to_c1), .dt1_out(dt1_to_c1),
        .ld2_out(ld2_signal), .dn2_out(dn2_to_c2), .dt2_out(dt2_to_c2),
        .ld3_out(ld3_signal), .dn3_out(dn3_to_c3), .dt3_out(dt3_to_c3)
    );
    counter #(
        .NUM_W(4),
        .TIME_W(4)
    ) u_c1 (
        .clk(clk), .rst(rst),
        .ld(ld1_signal), .dn_in(dn1_to_c1), .dt_in(dt1_to_c1),
        .busy(busy_signal[0]), .num_out(num1_out), .rem_out(clk1_out)
    );
    counter #(
        .NUM_W(4),
        .TIME_W(4)
    ) u_c2 (
        .clk(clk), .rst(rst),
        .ld(ld2_signal), .dn_in(dn2_to_c2), .dt_in(dt2_to_c2),
        .busy(busy_signal[1]), .num_out(num2_out), .rem_out(clk2_out)
    );
    counter #(
        .NUM_W(4),
        .TIME_W(4)
    ) u_c3 (
        .clk(clk), .rst(rst),
        .ld(ld3_signal), .dn_in(dn3_to_c3), .dt_in(dt3_to_c3),
        .busy(busy_signal[2]), .num_out(num3_out), .rem_out(clk3_out)
    );
    assign fifo_re_dbg   = fifo_re_signal;
    assign ld1_dbg       = ld1_signal;
    assign ld2_dbg       = ld2_signal;
    assign ld3_dbg       = ld3_signal;
    assign busy_dbg      = busy_signal;
    assign fifo_full_dbg = fifo_full_signal;
    assign fifo_emp_dbg  = fifo_emp_signal;
    assign fifo_num_dbg  = fifo_num_signal;
    assign fifo_tim_dbg  = fifo_tim_signal;
    assign dn1_dbg       = dn1_to_c1;
    assign dt1_dbg       = dt1_to_c1;
    assign dn2_dbg       = dn2_to_c2;
    assign dt2_dbg       = dt2_to_c2;
    assign dn3_dbg       = dn3_to_c3;
    assign dt3_dbg       = dt3_to_c3;
endmodule
==> ./run.sh <==
#!/bin/bash
# OpenROAD 26Q1-2900-gdf79404cd8, Yosys 0.63+post, stock flow scripts
make -C /OpenROAD-flow-scripts/flow DESIGN_CONFIG=/design/flow/config.mk WORK_HOME=/design/flow/orfs finish
==> ./config.mk <==
export PLATFORM = sky130hd
export DESIGN_NAME = top
export DESIGN_NICKNAME = top
export VERILOG_FILES = /design/flow/design.v
export SDC_FILE = /design/flow/constraint.sdc
export NUM_CORES = 4
export LEC_CHECK = 1
export CORE_UTILIZATION = 50
==> ./constraint.sdc <==
current_design top

set clk_period 3.4
set clk_io_pct 0.2

create_clock -name clk0 -period $clk_period [get_ports {clk}]

set non_clock_inputs [all_inputs -no_clocks]
set_input_delay [expr $clk_period * $clk_io_pct] -clock clk0 $non_clock_inputs
set_output_delay [expr $clk_period * $clk_io_pct] -clock clk0 [all_outputs]
==> flow_metrics.env <==
# physical design summary
export IMPL_die_width_um=89.96
export IMPL_grt_usage=0.2283
export IMPL_status="finished clean"
export IMPL_hold_buffers=0
export IMPL_antenna_found_initial=0
export IMPL_maxCapViolations=0
export IMPL_std_cell_rows=31
export IMPL_ys_seq_share=0.5744
export IMPL_fin_setup_tns_ns=0
export IMPL_finalSetupViolCount=0
export IMPL_initCoreUtil=0.5250
export IMPL_clock_sinks=95
export IMPL_clk_pin_slew_worst_paths_ns=0.09
export IMPL_drtAntennaViolNets=0
export IMPL_yosys_cells=314
export IMPL_leakage_nw=1.763
export IMPL_yosys_area_um2=3869
export IMPL_yosysWarnings=3
export IMPL_finClkSkew_ns=0.01194
export IMPL_io_pins=100
export IMPL_syn_inst=314
export IMPL_path_max_fanout=8
export IMPL_final_hold_viol_count=0
export IMPL_post_dp_hpwl_um=6012
export IMPL_port_buffers=99
export IMPL_worstSetupPathType="reg2out"
export IMPL_period_minus_slack_ns=2.776
export IMPL_synth_area_top_cells="dfxtp_1 33%, edfxtp_1 25%, and2_1 7.8%, mux4_2 4.7%, mux2i_1 4.1%"
export IMPL_post_cts_resized=0
export IMPL_post_cts_buffers=0
export IMPL_period_used=0.8163
export IMPL_cpMaxStageDelayCell="dfxtp_1"
export IMPL_ys_ff=95
export IMPL_power_total_w=0.002558
export IMPL_wl_per_cell_um=16.01
export IMPL_hold_path_class="reg2reg"
export IMPL_core_um2=7370
export IMPL_async_flop_share=0
export IMPL_yosysUniqueCellTypes=41
export IMPL_rr_startpoint="u_queue.count_r[0]$_SDFFE_PP0P_"
export IMPL_die_area_um2=8093
export IMPL_top_cell_area_share=0.3260
export IMPL_root_buffer="clkbuf_8"
export IMPL_gp_congestion=0.8200
export IMPL_irDropWorstVdd_uv=324.8
export IMPL_tightest_slew_ns=0.8484
export IMPL_arrival_ns=2.10
export IMPL_grt_pass1_vias=2526
export IMPL_relSlewSlack=0.4292
export IMPL_largest_reg_flops=32
export IMPL_drtIter0Drc=105
export IMPL_top_register="u_queue.mem"
export IMPL_syn_to_final_growth_pct=32.12
export IMPL_grt_pass1_wl_um=13710
export IMPL_min_from="u_disp.dt1_out[1]$_SDFF_PP0_"
export IMPL_rsz0062_at_grt="false"
export IMPL_vias=2690
export IMPL_grt_max_degree=38
export IMPL_dpl_cell_area_um2=4921
export IMPL_drive_gt1_frac=0.09592
export IMPL_final_area_um2=5111
export IMPL_wl_um=8259
export IMPL_ctsLongestPathBuffers=2
export IMPL_viasPerCell=5.213
export IMPL_end_kind="output pin"
export IMPL_cts_tree="yes"
export IMPL_diodes=0
export IMPL_clk_latency_ns=0.35
export IMPL_cp_data_required_time_ns=2.72
export IMPL_comb_area_um2=1483
export IMPL_cellPowerDensity_nw_per_um2=500.4
export IMPL_edf_count=32
export IMPL_clock_fmax_ghz=0.3603
export IMPL_cts_buffers=9
export IMPL_synthesis_area_um2=3869
export IMPL_warnings=29
export IMPL_die_h_um=89.96
export IMPL_slowest_delay_ns=0.68
export IMPL_slew_viol_final=0
export IMPL_htreeDepth=3
export IMPL_drc=0
export IMPL_firstDrtPassIters=4
export IMPL_yosys_area_top_type="dfxtp_1"
export IMPL_final_seq_area_um2=2222
export IMPL_grt_overflow=0
export IMPL_ff_type="dfxtp_1"
export IMPL_syn_avg_cell_area_um2=12.32
export IMPL_startpoint_type="flip-flop"
export IMPL_path_cells="mux4_2 -> clkdlybuf4s50_1"
export IMPL_filler_cell_count=574
==> cells in the final DEF (no fill, tap or decap), drive strengths merged, types with 8 or more instances in the layout <==
cell            n
mux2i          16
nand2           8
clkdlybuf4s50  99
inv            21
a21oi          11
edfxtp         32
and2           49
dfxtp          63
nor3           16
nor2           13
clkbuf         11
mux4            8
==> cells in the mapped netlist, types with 2 or more instances <==
master,n
buf_2,2
and2_1,48
nand4b_1,3
nor3_1,15
a21oi_1,11
a211oi_1,3
or3_1,2
xor2_1,2
or2_1,3
o31ai_1,3
mux4_2,8
a21o_1,2
clkbuf_1,6
a221oi_1,6
a311oi_1,4
nor4_1,3
nor2_1,12
nor4_4,3
edfxtp_1,32
buf_4,5
ha_1,7
nor4b_2,3
nor4b_4,2
dfxtp_1,63
inv_1,18
nand2b_1,4
nand2_1,8
o311ai_1,6
mux2i_1,16
inv_2,3
==> critical path: cells and delay by family, from the launching register on <==
kind	cells	cell delay (ns)
buffers and inverters	1	0.44
DFF	1	0.68
muxes	1	0.63
==> layout make-up <==
type | count | share of cell area
clock buffers | 11 | 0.02570
clock inverters | 5 | 0.01151
well taps | 99 | 0.02424
flip-flops and latches | 95 | 0.4348
repair buffers | 102 | 0.1983
multi-input cells | 183 | 0.2901
inverters | 21 | 0.01542
==> layer usage <==
layer | part of all wire | wire [um] | global-route usage | vias up
met2 | 0.47 | 3892 | 0.3494 | 96
met4 | 0.013 | 104 | 0.02688 | 0
li1 | - | - | - | 1319
met5 | 0 | 0 | 0 | -
met3 | 0.061 | 506 | 0.05756 | 11
met1 | 0.45 | 3755 | 0.3705 | 1264
==> cell families after synthesis <==
| kind of cell | share of synthesized area |
|---|---|
| and+or+nand+nor | 0.1976 |
| DFF | 0.5744 |
| AOI/OAI and AO/OA | 0.07050 |
| buffers and inverters | 0.04237 |
| muxes | 0.08797 |
| adders and majority gates | 0.02264 |
| xor gates and xnor gates | 0.004529 |
==> per-stage QoR <==
stage	instances	util	hold slack, ns	worst slack (ns)
after floorplan	314	-	0.4289	1.494
after global routing	516	0.6935	0.4885	0.4699
after detailed placement	500	0.6677	0.4691	0.8375
after global placement	500	0.6677	0.4626	0.8997
final	516	0.6935	0.4671	0.6244
after CTS	516	0.6935	0.4695	0.5711
==> where the power goes <==
part	internal [W]	switching, W
sequential	0.00126	0.000117
clock	0.000340	0.000370
combinational	0.000287	0.000186
==> worst paths after layout <==
| path | end | cells past startpoint | slack (ns) |
|---|---|---|---|
| max | fifo_tim_dbg[0] | 2 | 0.62 |
| min | u_c1.rem_out[1]$_SDFFE_PP0P_ | 2 | 0.47 |
| max reg2reg | u_queue.mem[2][0]$_SDFFCE_PN0P_ | 3 | 1.66 |
| min reg2reg | u_c1.rem_out[1]$_SDFFE_PP0P_ | 2 | 0.47 |
Power is estimated from default activity; no workload was simulated.
